===== design.v =====
module bw_r_rf16x32 ( 
   dout, so, 
   rclk, se, si, reset_l, sehold, rst_tri_en, rd_adr1, rd_adr2, 
   rd_adr1_sel, rd_en, wr_adr, wr_en, bit_wen, din
   );
   input        rclk;
   input        se;
   input        si;
   input        reset_l;
   input        sehold;	       
   input        rst_tri_en;
   input [6:0] 	rd_adr1 ;      
   input [6:0] 	rd_adr2 ;      
   input        rd_adr1_sel ;	 
   input        rd_en ;		     
   input [6:2] 	wr_adr ;   
   input        wr_en ;		 
   input [15:0] bit_wen ;	 
   input        din ;		   
   output [3:0]	dout ;     
   output       so;
   wire         clk;
   assign       clk = rclk;
   wire [6:0]  	rd_index ;
   reg [511:0] 	idcv_ary;
   reg [3:0]   	vbit,
               	vbit_sa;
   reg [6:2]   	wr_index_d1;
   reg [6:0]   	rd_index_d1;
   reg         	rdreq_d1,
		            wrreq_d1;
   reg [15:0]   bit_wen_d1;
   reg          din_d1;
   reg [4:0] index;
   wire         rst_all;
   assign       rst_all = rst_tri_en | ~reset_l;
   assign rd_index = rd_adr1_sel ? rd_adr1:rd_adr2 ;
   always @ (posedge clk)
     begin
        if (~sehold)
          begin
	           rdreq_d1 <= rd_en ;
	           wrreq_d1 <= wr_en ;
	           rd_index_d1 <= rd_index;
	           wr_index_d1 <= wr_adr;
             bit_wen_d1 <= bit_wen;
             din_d1 <= din;
          end
     end
   always @( idcv_ary or rd_index_d1 or rdreq_d1) 
     begin
	      if (rdreq_d1)   
	        begin
	           vbit[0] = idcv_ary[{rd_index_d1, 2'b00}];  
	           vbit[1] = idcv_ary[{rd_index_d1, 2'b01}];  
	           vbit[2] = idcv_ary[{rd_index_d1, 2'b10}];  
	           vbit[3] = idcv_ary[{rd_index_d1, 2'b11}];  
	        end      
        else       
          begin
             vbit[3:0] = 4'bx;
          end  
     end  
   reg [3:0] wr_data;
   always @ ( bit_wen_d1 or rd_index_d1 or rst_all
             or wr_index_d1 or wrreq_d1)
     begin
        if (rd_index_d1[6:2] == wr_index_d1[6:2])
          case (rd_index_d1[1:0])
            2'b00:  wr_data = bit_wen_d1[3:0] & {4{wrreq_d1 & ~rst_all}};
            2'b01:  wr_data = bit_wen_d1[7:4] & {4{wrreq_d1 & ~rst_all}};
            2'b10:  wr_data = bit_wen_d1[11:8] & {4{wrreq_d1 & ~rst_all}};
            default:  wr_data = bit_wen_d1[15:12] & {4{wrreq_d1 & ~rst_all}};
          endcase  
        else
          wr_data = 4'b0;
     end
   always @ ( clk or din_d1 or vbit or wr_data)
     begin
        if (clk)
          begin
             vbit_sa <= (~wr_data & vbit | 
                         wr_data & {4{din_d1}} & (vbit | 4'bxxxx));
          end
     end
   assign dout[3:0] = (~reset_l | ~rdreq_d1) ? 4'b0000 : vbit_sa[3:0] ;
   always @ (negedge clk)
     begin
	      if (wrreq_d1 & ~rst_all)   
	        begin
	           if (bit_wen_d1[0])
	             idcv_ary[{wr_index_d1[6:2],2'b00,2'b00}] = din_d1;
	           if (bit_wen_d1[1])
	             idcv_ary[{wr_index_d1[6:2],2'b00,2'b01}] = din_d1;
	           if (bit_wen_d1[2])
	             idcv_ary[{wr_index_d1[6:2],2'b00,2'b10}] = din_d1;
	           if (bit_wen_d1[3])
	             idcv_ary[{wr_index_d1[6:2],2'b00,2'b11}] = din_d1;
	           if (bit_wen_d1[4])
	             idcv_ary[{wr_index_d1[6:2],2'b01,2'b00}] = din_d1;
	           if (bit_wen_d1[5])
	             idcv_ary[{wr_index_d1[6:2],2'b01,2'b01}] = din_d1;
	           if (bit_wen_d1[6])
	             idcv_ary[{wr_index_d1[6:2],2'b01,2'b10}] = din_d1;
	           if (bit_wen_d1[7])
	             idcv_ary[{wr_index_d1[6:2],2'b01,2'b11}] = din_d1;
	           if (bit_wen_d1[8])
	             idcv_ary[{wr_index_d1[6:2],2'b10,2'b00}] = din_d1;
	           if (bit_wen_d1[9])
	             idcv_ary[{wr_index_d1[6:2],2'b10,2'b01}] = din_d1;
	           if (bit_wen_d1[10])
	             idcv_ary[{wr_index_d1[6:2],2'b10,2'b10}] = din_d1;
	           if (bit_wen_d1[11])
	             idcv_ary[{wr_index_d1[6:2],2'b10,2'b11}] = din_d1;
	           if (bit_wen_d1[12])
	             idcv_ary[{wr_index_d1[6:2],2'b11,2'b00}] = din_d1;
	           if (bit_wen_d1[13])
	             idcv_ary[{wr_index_d1[6:2],2'b11,2'b01}] = din_d1;
	           if (bit_wen_d1[14])
	             idcv_ary[{wr_index_d1[6:2],2'b11,2'b10}] = din_d1;
	           if (bit_wen_d1[15])
	             idcv_ary[{wr_index_d1[6:2],2'b11,2'b11}] = din_d1;
	        end
     end  
// synopsys translate_off
   always @ ( rd_index_d1 or rdreq_d1 or wr_index_d1
             or wrreq_d1)
     begin
        if (rdreq_d1 && (rd_index_d1 == 7'bX))
          begin
          end
        else if (wrreq_d1 && (wr_index_d1 == 5'bX))
          begin
          end
     end  
// synopsys translate_on 
endmodule  

===== run.sh =====
#!/bin/bash
# OpenROAD 26Q1-2900-gdf79404cd8, Yosys 0.63+post, stock flow scripts
make -C /OpenROAD-flow-scripts/flow DESIGN_CONFIG=/design/flow/config.mk WORK_HOME=/design/flow/orfs finish

===== config.mk =====
export PLATFORM = sky130hd
export DESIGN_NAME = bw_r_rf16x32
export DESIGN_NICKNAME = bw_r_rf16x32
export VERILOG_FILES = /design/flow/design.v
export SDC_FILE = /design/flow/constraint.sdc
export NUM_CORES = 4
export LEC_CHECK = 1
export CORE_UTILIZATION = 50

===== constraint.sdc =====
current_design bw_r_rf16x32

set clk_period 8.2
set clk_io_pct 0.2

create_clock -name clk0 -period $clk_period [get_ports {rclk}]

set non_clock_inputs [all_inputs -no_clocks]
set_input_delay [expr $clk_period * $clk_io_pct] -clock clk0 $non_clock_inputs
set_output_delay [expr $clk_period * $clk_io_pct] -clock clk0 [all_outputs]

==> metrics.cfg <==
[logic_synthesis]
ys_area_um2=26500
synth_warnings=3
edf_count=543
synthCells=2055
netlist_area_um2=26500
synth_top_flop_cell=edfxtp_1
avgSynthCellArea_um2=12.9
synthArstFlopShare_pct=0
synth_stat.cells=2055
synthDistinctLibCells=68
numSynthFlops=547

[power]
p_total_w=0.00765
p_per_area_nw_per_um2=240
ir_drop_v=0.000182
p_leak_nw=15.1

[run]
maxCapViolCount=0
warning_count=543

[routing]
vias=19200
drtAntennaViolNets=0
drcViolationCount=0
num_antenna_cells=0
dr.pass1.iters=7
drtIter0Drc=1304
via_per_inst=5.70
wl_per_cell_um=22.5
wl_mm=75.7

[floorplan]
io_pins=50
core_um2=52400
rows=84
dieHeight_um=232
chipArea_um2=53900
initCoreUtil_pct=50.5
die_w_um=232

[place]
port_buffers=46
place_hpwl_mm=48.0
gp_congestion=1.01

[layout]
area_growth_pct=20.5
nFillCells=3985
lay_top_count=nand2_1
drive_gt1_share_pct=11.9
final_cell_mix=nand2_1 (657), edfxtp_1 (543), inv_1 (538)

[final_timing]
tns_ns=0
finalSetupViolCount=0
slew_headroom_pct=38.3
max_slew.worst_pin.slew_ns=0.922
skew_ns=0.0689
slew_violations=0
rsz0062_at_grt=no
finalHoldViolCount=0

[setup_path]
criticalPathCategory=reg2latch
regToRegStartpoint=rd_index_d1[2]
r2r_setup_slack_ns=0
timing.rr.end=vbit_sa[2]
critical_path_peak_fanout=14
r2r.worst_path.cells=6
worst_setup_path_end_kind=latch
cpMaxStageDelayCell=nor2_1
max_stage_delay_ns=0.76
worst_setup_path_start_kind=register
critical_path_required_ns=3.46
path_cells=buf_4, clkinv_1, nor2_1, a32oi_1, a311oi_1, a222oi_1
cp_data_arrival_time_ns=3.46

[clock_tree]
clkSinkCount=547
cts_max_level=2
cts_buffer_depth=3
clk_latency_ns=0.66
cts_buffers=61
clockRootBuffer=clkbuf_16
cts_tree=yes
holdBufCountCts=0
post_cts_buffers=0
cts_resized=0
clk_pin_slew_ns=0.06

[grt]
grt_overflow_total=0
grt_pass1_vias=20500
grt_pass1_wl_mm=115
grt_max_degree=40
antenna_found_initial=0
track_usage_pct=31.9

[worst_hold_path]
hold_path.class=reg2reg
hold_path_end=idcv_ary[296]
min_from=idcv_ary[296]
holdPathStages=2

[run_status]
status=complete, no violations

## synth_stat cells (all sizes together) (6+ instances only)
cell | number | area, um^2
edfxtp | 543 | 16300
a22o | 15 | 131
nor2b | 28 | 175
a21boi | 19 | 143
buf | 50 | 417
nor2 | 30 | 113
nand2b | 6 | 37.5
a22oi | 23 | 173
o22ai | 8 | 50.1
a211oi | 7 | 57.6
a221oi | 6 | 58.8
and2 | 24 | 150
mux2 | 25 | 282
mux4 | 108 | 2500
clkbuf | 86 | 323
and3 | 8 | 50.1
inv | 11 | 41.3
nand2 | 657 | 2470
o21ai | 26 | 130
mux2i | 61 | 611
nand4 | 8 | 50.1
nand3 | 29 | 145
ha | 6 | 75.1
a21oi | 28 | 140
a21o | 184 | 1380
## worst max-delay path by stage
stage | start | slack, ns | depth (start not counted) | endpoint
after CTS | rst_tri_en | 0 | 7 | vbit_sa[0]
after global routing | rd_index_d1[2] | 0 | 6 | vbit_sa[2]
final | rd_index_d1[2] | 0 | 6 | vbit_sa[2]
## kinds of logic (layout without fill, tap and decap cells)
logic type                 after synthesis  count (layout)  synth area share, %
muxes                                  194             194                 12.8
adders and majority gates                6               6                0.283
AOI/OAI and AO/OA                      343             343                 9.47
DFF                                    543             543                 61.5
other                                    1               1               0.0141
latches                                  4               4                0.227
xor gates and xnor gates                 6               6                0.198
buffers and inverters                  149             767                 2.97
and+or+nand+nor                        809             809                 12.5
## state kept, by name, summed over array words and instances, names as in the netlist
name / count
idcv_ary: 512
wrreq_d1: 1
rdreq_d1: 1
wr_index_d1: 5
rd_index_d1: 7
vbit_sa: 4
bit_wen_d1: 16
din_d1: 1
## per-stage QoR
step / utilization (%) / instance area, um^2 / setup WS, ns / hold WS (ns) / instances
final: 60.9 / 31900 / 0 / 0.537 / 3361
after detailed placement: 53.4 / 28000 / 0 / 0.532 / 2740
after global routing: 60.9 / 31900 / 0 / 0.545 / 3361
after global placement: 53.4 / 28000 / 0 / 0.524 / 2740
after CTS: 60.9 / 31900 / 0 / 0.540 / 3361
after floorplan: - / 26500 / 0 / 0.509 / 2055
## routing by layer
metal / vias up / track usage [%] / wire length, um
met5: - / 0 / 0
met4: 0 / 13.4 / 2550
met3: 153 / 20.4 / 10100
met2: 973 / 41.9 / 34400
met1: 9275 / 45.3 / 28700
li1: 8769 / - / -
## where the power goes
| part | internal (W) | leakage, nW | switching (W) |
|---|---|---|---|
| combinational | 0.000285 | 6.36 | 0.000426 |
| clock | 0.00200 | 3.73 | 0.00172 |
| sequential | 0.00317 | 4.99 | 0.0000497 |
## area by class of cell
cell class | count | area, um^2 | share of cell area, %
tap | 688 | 861 | 2.69
clock inverter | 558 | 2380 | 7.45
clock buffer | 64 | 1560 | 4.88
inverter | 12 | 45.0 | 0.141
timing repair buffer | 133 | 1340 | 4.19
multi-input combinational | 1359 | 9390 | 29.4
sequential | 547 | 16400 | 51.2
## worst max-delay path: cells and delay by family (launching register included)
family	cells	cell delay [ns]
AND/OR/NAND/NOR	1	0.76
AND-OR/OR-AND	3	0.85
flip-flops	1	0.45
buffers and inverters	2	0.76
Power figures rest on the tool's default switching activity, not on a simulated workload.
